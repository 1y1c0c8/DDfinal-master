==> /design/flow/design.v <==
module boss(clk,right,row_count,dot_col, cur_state, reset, boss_clk );
    input clk;
    input right;  
	 input [2:0] row_count;
    output reg[7:0] dot_col=0;
	 output reg boss_clk;
	 input reset;
	reg clk_div;
	wire start, finish;
	 parameter [1:0] UP = 2'b11;   
    parameter [1:0] DOWN = 2'b00;  
    parameter [1:0] LEFTUP = 2'b10;  
    parameter [1:0] RIGHTUP = 2'b01;    
    reg [31:0] clk_count=0;
	 output reg[1:0] cur_state=RIGHTUP;
    reg [1:0] next_state=RIGHTUP;
    reg[31:0] rightcount=0;
    always@(posedge clk ) 
        begin
        if (clk_count == 50000)
            begin 
                clk_count<=32'd0;
                clk_div <= ~clk_div;
					 boss_clk <= clk_div;
					 cur_state <= next_state;
            end
        else
        begin 
            clk_count <= clk_count + 32'd1;
        end
    end
	always@(posedge right)
	begin
		rightcount <= rightcount + 32'd1;
        case (cur_state)
            UP : begin
                if ( rightcount%4 < 3 )
                    next_state = RIGHTUP;
					 else
                    next_state = DOWN;
            end
            DOWN : begin
                if ( rightcount%4 < 2)
                    next_state = LEFTUP;
					 else 
						  next_state = RIGHTUP;
				end
				RIGHTUP : begin
                if ( rightcount%4 == 0)
					     next_state = UP;
					 else
						  next_state = LEFTUP;
			   end
				LEFTUP : begin
                if ( rightcount%4 <= 2  )
					     next_state = DOWN;
					 else begin
                    next_state = UP;
            end
		  end
        endcase
	end
	 always@ (row_count) begin
			if ( cur_state == UP) begin
            case (row_count)
               3'd0: dot_col <= 8'b00000000;
               3'd1: dot_col <= 8'b10011001;
               3'd2: dot_col <= 8'b10011001;
               3'd3: dot_col <= 8'b11111111;
               3'd4: dot_col <= 8'b00011000;
               3'd5: dot_col <= 8'b00111100;
               3'd6: dot_col <= 8'b00100100;
               3'd7: dot_col <= 8'b00100100;
            endcase			 
			end
         else if (cur_state == DOWN) begin
            case (row_count)
               3'd0: dot_col <= 8'b00000000;
               3'd1: dot_col <= 8'b00011000;
               3'd2: dot_col <= 8'b00011000;
               3'd3: dot_col <= 8'b11111111;
               3'd4: dot_col <= 8'b10011001;
               3'd5: dot_col <= 8'b10111101;
               3'd6: dot_col <= 8'b00100100;
               3'd7: dot_col <= 8'b00100100;
            endcase
         end
         else if (cur_state == LEFTUP) begin
            case (row_count)
					3'd0: dot_col <= 8'b00000000;
               3'd1: dot_col <= 8'b10011000;
               3'd2: dot_col <= 8'b10011000;
               3'd3: dot_col <= 8'b11111111;
               3'd4: dot_col <= 8'b00011001;
               3'd5: dot_col <= 8'b00111101;
               3'd6: dot_col <= 8'b00100100;
               3'd7: dot_col <= 8'b00100100;
            endcase
         end
         else if (cur_state == RIGHTUP) begin
            case (row_count)
               3'd0: dot_col <= 8'b00000000;
               3'd1: dot_col <= 8'b00011001;
               3'd2: dot_col <= 8'b00011001;
               3'd3: dot_col <= 8'b11111111;
               3'd4: dot_col <= 8'b10011000;
               3'd5: dot_col <= 8'b10111100;
               3'd6: dot_col <= 8'b00100100;
               3'd7: dot_col <= 8'b00100100;
            endcase
         end
	end
endmodule
module seven_p (count, out);
	input[3:0] count;
	output reg [6:0] out;
	always@(*)
	begin
	case(count)
		0: out = 7'b1000000;
		1: out = 7'b1111001;
		2: out = 7'b0100100;
		3: out = 7'b0110000;
		4: out = 7'b0011001;
		5: out = 7'b0010010;
		6: out = 7'b0000010;
		7: out = 7'b1111000;
		8: out = 7'b0000000;
		9: out = 7'b0010000;
		default: out = 7'b000000;
	endcase
end
endmodule
==> /design/flow/run.sh <==
#!/bin/bash
# OpenROAD 26Q1-2900-gdf79404cd8, Yosys 0.63+post, stock flow scripts
make -C /OpenROAD-flow-scripts/flow DESIGN_CONFIG=/design/flow/config.mk WORK_HOME=/design/flow/orfs finish
==> /design/flow/config.mk <==
export PLATFORM = sky130hd
export DESIGN_NAME = seven_p
export DESIGN_NICKNAME = seven_p
export VERILOG_FILES = /design/flow/design.v
export SDC_FILE = /design/flow/constraint.sdc
export NUM_CORES = 4
export LEC_CHECK = 1
export CORE_AREA = 10 10 70 70
export DIE_AREA = 0 0 80 80
==> /design/flow/constraint.sdc <==
current_design seven_p

set clk_period 1.0
set clk_io_pct 0.2

create_clock -name clk0 -period $clk_period

set non_clock_inputs [all_inputs -no_clocks]
set_input_delay [expr $clk_period * $clk_io_pct] -clock clk0 $non_clock_inputs
set_output_delay [expr $clk_period * $clk_io_pct] -clock clk0 [all_outputs]
==> impl_metrics.ini <==
; yosys + openroad results
[detailed_routing]
drc = 0
viasPerCell = 2.47
num_antenna_cells = 0
ant_nets = 0
drt_wl_total_um = 644
dr.pass1.iters = 2
num_vias = 210
avgRoutedWirePerCell_um = 7.58
first_iter_violations = 10

[yosys]
synth_seq_share_pct = 0
ys_warn_count = 1
topCellsByArea = ha_1 35%, a21oi_1 11%, nand2b_1 11%
synth_area_um2 = 176
yosysChipArea_um2 = 176
yosys_cells = 25
synth_cell_types = 12
ys_top_cells_by_count = 5 x ha_1, 4 x a21oi_1, 3 x nand2_1, 3 x nand2b_1
top_cell_area_share_pct = 35.5
synthCells = 25
syn_area_per_cell_um2 = 7.06
top_cell = ha_1
top_area_cell = ha_1

[grt]
antenna_found_initial = 0
grt-ovfl-total = 0
grt_util_all_layers_pct = 1.96
grt_pass1_vias = 227
grt_max_degree = 10
grt_pass1_wl_um = 1080

[critical_path]
crit_required_ps = 800
worstSetupPathType = in -> out
end_kind = output port
cp.arrival_ps = 910
start_kind = primary input
critPathMaxFanout = 3
crit_path_start = count[1]

[die]
dieArea_um2 = 6400
core_area_um2 = 3420
io_pins = 11
rows = 21
die_y_um = 80
die_w_um = 80
fp_util_pct = 5.16

[timing]
fin_setup_tns_ps = -502
finalHoldViolations = 0
post-route-min-period_ps = 1110
setup_violations = 7
worst_pin_slew_ps = 132
min_period_over_period_pct = 111
layout_setup_ws_ps = -111
fmax_ghz = 0.900
relSlewSlack_pct = 90.9
slew_viol_final = 0
rsz0062_at_grt = yes

[layout]
numSequentialCells = 0
drive_gt1_share_pct = 79.5
clockBufferCount = 0
area_delta_synth_final_pct = 154
utilization_pct = 13.1
fillers = 393
seqCellArea_um2 = 0

[placement]
gp_congestion = 0.725
dp_hpwl_um = 527
port_buffers = 11
dp_slack_ps = -1050

[clocking]
cts-hold-fix-buffers = 0
post_cts_buffers = 0

[power]
switching_share_pct = 43.1
cellLeakagePower_nw = 0.178
p_switching_mw = 0.0606
clkPwrFrac_pct = 0
p_comb_share_pct = 100.0
vdd_drop_max_mv = 0.0530
intPower_mw = 0.0799
p_seq_share_pct = 0
finalPower_mw = 0.141
power_density_nw_per_um2 = 314

[outcome]
status = finished, violations left
violations = negative setup slack

[worst_hold_path]
hp-start = count[3]
holdPathEnd = out[2]
hold_path_class = in -> out
hold-path-cell-count = 3

[job]
cap_viol_max_count = 0
tool_warnings = 38
## worst max-delay path: stages
cell and delay [ps]:
buf_8 80, inv_6 40, buf_6 110, ha_4 140, mux2i_1 140, o22ai_1 90, buf_2 110
## per-stage QoR
step,hold WS [ps],instances,instance area [µm²]
global placement,1450,85,365
global route,717,85,448
floorplan,508,25,176
finish,694,85,448
CTS,783,85,439
detailed placement,1440,85,365
## power groups by stage
stage / registers, mW / clock network (mW) / logic, mW
final: 0 / 0 / 0.141
after global routing: 0 / 0 / 0.157
after CTS: 0 / 0 / 0.137
## layout by cell type (no fill, tap or decap), types with 2 or more instances in the layout
cell type and instances:
buf_6 4, buf_2 7, inv_6 2, nand2_1 2, buf_8 2, nand2b_4 2
or2_1 2, a21oi_2 4, ha_4 4
## what timing repair did
item,4_1_cts,5_1_grt
endpoints found under the hold margin,0,0
pin swaps,8,4
endpoints found under the setup margin,7,7
gates resized,65,5
## cell families (layout without fill, tap and decap cells)
group                    Yosys count  after routing  synth area share, %
AND/OR/NAND/NOR                   10             10                 30.5
adder cells (fa/ha/maj)            5              5                 35.5
AND-OR/OR-AND                      5              5                 14.9
buffers and inverters              4             18                 13.5
multiplexers                       1              1                 5.67
## layout make-up
cell class	count	area [µm²]	share of cell area (%)
Tap cell	46	57.6	12.8
Multi-Input combinational cell	21	243	54.2
Inverter	2	17.5	3.91
Timing Repair Buffer	16	130	29.1
## worst max-delay path by stage
stage	slack (ps)	endpoint	depth (start not counted)
finish	-110	out[4]	7
CTS	-120	out[5]	6
global route	-170	out[4]	7
## metal layers
layer | part of all wire (%) | GRT usage, % | vias up | routed length [µm]
met5 | 0 | 0 | - | 0
met4 | 0 | 0 | 0 | 0
met3 | 10 | 0.568 | 0 | 66
met2 | 50 | 3.69 | 6 | 322
met1 | 40 | 2.24 | 96 | 255
li1 | - | - | 108 | -
Power is estimated from default activity; no workload was simulated.
