==> /design/flow/design.v <==
module test(
	input clk, 
	input left, 
	input right, 
	input reset,
	output bss_clk,
	output reg [7:0] dot_row, 
	output [7:0] boss_dot_col,
	output [7:0] player_dot_col,
	output [6:0] t,
	output [6:0] time10,
	output [6:0] score,
	output [6:0] score10);
	reg clk_div;
	reg temp = 1;
	reg [31:0] clk_count=0;
	always@(posedge clk ) begin
		if (clk_count == 25000) begin 
			clk_count<=32'd0;
         clk_div <= ~clk_div;
      end
      else begin 
			clk_count <= clk_count + 32'd1;
      end
   end
	wire [1:0] boss_cur_state;
	wire [1:0] player_cur_state;
	wire start, finish;
	wire correct;
	assign correct = (finish | (~start)) ? 0 : boss_cur_state == player_cur_state;
	boss b(.clk(clk), .right(correct), .row_count(row_count), .dot_col(boss_dot_col), .cur_state(boss_cur_state), .reset(reset), .boss_clk(bss_clk) );
	player p(clk, left, right, row_count, player_dot_col, player_cur_state);
	reg [2:0] row_count=0;
	always@(posedge clk_div) begin
		if (finish | (~start)) begin
			dot_row <= 8'b11111111;
		end
		else begin
			row_count <= row_count + 1;
			case (row_count)
				3'd0: dot_row <= 8'b01111111;
				3'd1: dot_row <= 8'b10111111;
				3'd2: dot_row <= 8'b11011111;
				3'd3: dot_row <= 8'b11101111;
				3'd4: dot_row <= 8'b11110111;
				3'd5: dot_row <= 8'b11111011;
				3'd6: dot_row <= 8'b11111101;
				3'd7: dot_row <= 8'b11111110;
			endcase
		end
	end
	reg add = 0;
	reg [9:0] timer;
	always@(posedge clk) begin
		if (correct == 1) begin
			if (timer == 10'd1000) begin
				timer = 10'd0;
				add = 1;
			end
			else timer = timer + 1;
		end
		else begin
			add = 0;
			timer = 10'd0;
		end
	end
	score_and_time st(clk, reset, t, time10, score, score10, add, start, finish);
endmodule
module boss(clk,right,row_count,dot_col, cur_state, reset, boss_clk );
    input clk;
    input right;  
	 input [2:0] row_count;
    output reg[7:0] dot_col=0;
	 output reg boss_clk;
	 input reset;
	reg clk_div;
	wire start, finish;
	 parameter [1:0] UP = 2'b11;   
    parameter [1:0] DOWN = 2'b00;  
    parameter [1:0] LEFTUP = 2'b10;  
    parameter [1:0] RIGHTUP = 2'b01;    
    reg [31:0] clk_count=0;
	 output reg[1:0] cur_state=RIGHTUP;
    reg [1:0] next_state=RIGHTUP;
    reg[31:0] rightcount=0;
    always@(posedge clk ) 
        begin
        if (clk_count == 50000)
            begin 
                clk_count<=32'd0;
                clk_div <= ~clk_div;
					 boss_clk <= clk_div;
					 cur_state <= next_state;
            end
        else
        begin 
            clk_count <= clk_count + 32'd1;
        end
    end
	always@(posedge right)
	begin
		rightcount <= rightcount + 32'd1;
        case (cur_state)
            UP : begin
                if ( rightcount%4 < 3 )
                    next_state = RIGHTUP;
					 else
                    next_state = DOWN;
            end
            DOWN : begin
                if ( rightcount%4 < 2)
                    next_state = LEFTUP;
					 else 
						  next_state = RIGHTUP;
				end
				RIGHTUP : begin
                if ( rightcount%4 == 0)
					     next_state = UP;
					 else
						  next_state = LEFTUP;
			   end
				LEFTUP : begin
                if ( rightcount%4 <= 2  )
					     next_state = DOWN;
					 else begin
                    next_state = UP;
            end
		  end
        endcase
	end
	 always@ (row_count) begin
			if ( cur_state == UP) begin
            case (row_count)
               3'd0: dot_col <= 8'b00000000;
               3'd1: dot_col <= 8'b10011001;
               3'd2: dot_col <= 8'b10011001;
               3'd3: dot_col <= 8'b11111111;
               3'd4: dot_col <= 8'b00011000;
               3'd5: dot_col <= 8'b00111100;
               3'd6: dot_col <= 8'b00100100;
               3'd7: dot_col <= 8'b00100100;
            endcase			 
			end
         else if (cur_state == DOWN) begin
            case (row_count)
               3'd0: dot_col <= 8'b00000000;
               3'd1: dot_col <= 8'b00011000;
               3'd2: dot_col <= 8'b00011000;
               3'd3: dot_col <= 8'b11111111;
               3'd4: dot_col <= 8'b10011001;
               3'd5: dot_col <= 8'b10111101;
               3'd6: dot_col <= 8'b00100100;
               3'd7: dot_col <= 8'b00100100;
            endcase
         end
         else if (cur_state == LEFTUP) begin
            case (row_count)
					3'd0: dot_col <= 8'b00000000;
               3'd1: dot_col <= 8'b10011000;
               3'd2: dot_col <= 8'b10011000;
               3'd3: dot_col <= 8'b11111111;
               3'd4: dot_col <= 8'b00011001;
               3'd5: dot_col <= 8'b00111101;
               3'd6: dot_col <= 8'b00100100;
               3'd7: dot_col <= 8'b00100100;
            endcase
         end
         else if (cur_state == RIGHTUP) begin
            case (row_count)
               3'd0: dot_col <= 8'b00000000;
               3'd1: dot_col <= 8'b00011001;
               3'd2: dot_col <= 8'b00011001;
               3'd3: dot_col <= 8'b11111111;
               3'd4: dot_col <= 8'b10011000;
               3'd5: dot_col <= 8'b10111100;
               3'd6: dot_col <= 8'b00100100;
               3'd7: dot_col <= 8'b00100100;
            endcase
         end
	end
endmodule
module seven_p (count, out);
	input[3:0] count;
	output reg [6:0] out;
	always@(*)
	begin
	case(count)
		0: out = 7'b1000000;
		1: out = 7'b1111001;
		2: out = 7'b0100100;
		3: out = 7'b0110000;
		4: out = 7'b0011001;
		5: out = 7'b0010010;
		6: out = 7'b0000010;
		7: out = 7'b1111000;
		8: out = 7'b0000000;
		9: out = 7'b0010000;
		default: out = 7'b000000;
	endcase
end
endmodule
module player(clock,button_left,button_right,row_count,dot_col, cur_state);
    input clock;
    input button_left,button_right;
	 input [2:0] row_count;
    output reg [7:0]dot_col=0;
	 output [1:0] cur_state;
     wire [1:0]player_state;
    parameter S0=2'b00; 
    parameter S1=2'b01; 
    parameter S2=2'b10; 
    parameter S3=2'b11; 
	 assign player_state = {button_left, button_right};
	 assign cur_state = player_state;
    always@(player_state or row_count)begin
        if(player_state==S0)begin
				case(row_count)
            3'd0: dot_col <= 8'b00000000;
            3'd1: dot_col <= 8'b00011000;
            3'd2: dot_col <= 8'b00011000;
            3'd3: dot_col <= 8'b11111111;
            3'd4: dot_col <= 8'b10011001;
            3'd5: dot_col <= 8'b10111101;
            3'd6: dot_col <= 8'b00100100;
            3'd7: dot_col <= 8'b00100100;
            endcase
				end
        if(player_state==S1)begin
				case(row_count)
            3'd0: dot_col <= 8'b00000000;
            3'd1: dot_col <= 8'b00011001;
            3'd2: dot_col <= 8'b00011001;
            3'd3: dot_col <= 8'b11111111;
            3'd4: dot_col <= 8'b10011000;
            3'd5: dot_col <= 8'b10111100;
            3'd6: dot_col <= 8'b00100100;
            3'd7: dot_col <= 8'b00100100;
            endcase
				end
        if(player_state==S2)begin
				case(row_count)
            3'd0: dot_col <= 8'b00000000;
            3'd1: dot_col <= 8'b10011000;
            3'd2: dot_col <= 8'b10011000;
            3'd3: dot_col <= 8'b11111111;
            3'd4: dot_col <= 8'b00011001;
            3'd5: dot_col <= 8'b00111101;
            3'd6: dot_col <= 8'b00100100;
            3'd7: dot_col <= 8'b00100100;
				endcase
            end
        if(player_state==S3)begin
				case(row_count)
            3'd0: dot_col <= 8'b00000000;
            3'd1: dot_col <= 8'b10011001;
            3'd2: dot_col <= 8'b10011001;
            3'd3: dot_col <= 8'b11111111;
            3'd4: dot_col <= 8'b00011000;
            3'd5: dot_col <= 8'b00111100;
            3'd6: dot_col <= 8'b00100100;
            3'd7: dot_col <= 8'b00100100;
				endcase
            end
    end
endmodule
module clk_div_p(clk,div_clk);
input clk;
output reg div_clk=0;
reg [31:0] count=0;
always@(posedge clk)begin
        if (count == 32'd2500)
        begin
            count <= 32'd0;
            div_clk <= ~div_clk;
        end
        else
        begin
            count <= count + 32'd1;
        end
end
endmodule
module score(clock, reset, score, score10, right);
	input reset, clock, right;
	output reg[3:0] score, score10;
	always@(negedge reset or posedge right)
	begin
		if(!reset)
		begin
			score <= 4'd0;
			score10 <= 4'd0;
		end
		else if(right)
			begin
				if(score == 4'd9)
				begin
					score10 <= score10 + 4'd1;
					score <= 4'd0;
				end
				else
					score <= score + 4'd1;
			end
	end
endmodule
module score_and_time(clock, reset, out, out10, scoreOut, score10Out, correct, start, finish);
	input clock, reset;
	output wire [6:0] out, out10, scoreOut, score10Out;
	output start, finish;
	wire clk_div;
	wire [3:0] count, count10, score, score10;
	clk_div u_FreqDiv(.clk(clock), .rst(reset), .div_clk(clk_div));
	counter u_Counter(.clk(clk_div), .reset(reset), .count(count), .count10(count10), .start(start), .finish(finish));
	input correct;
	score u_Score(.reset(reset), .score(score), .score10(score10), .right(correct), .clock(clock));
	seven u_Seven(.count(count), .out(out));
	seven u_Seven2(.count(count10), .out(out10));
	seven u_Seven3(.count(score), .out(scoreOut));
	seven u_Seven4(.count(score10), .out(score10Out));
endmodule
module clk_div(clk, rst, div_clk);
	input clk, rst;
	output reg div_clk;
	reg [31:0] count;
	always@(posedge clk)
	begin
		if(!rst)
		begin
			count <= 32'd0;
			div_clk <= 1'b0;
		end
		else
		begin
			if (count == 32'd25000000)
			begin
				count <= 32'd0;
				div_clk <= ~div_clk;
			end
			else
				count <= count + 32'd1;
		end	
	end
endmodule
module seven (count, out);
	input[3:0] count;
	output reg [6:0] out;
	always@(*)
	begin
	case(count)
		0: out = 7'b1000000;
		1: out = 7'b1111001;
		2: out = 7'b0100100;
		3: out = 7'b0110000;
		4: out = 7'b0011001;
		5: out = 7'b0010010;
		6: out = 7'b0000010;
		7: out = 7'b1111000;
		8: out = 7'b0000000;
		9: out = 7'b0010000;
		default: out = 7'b1111111;
	endcase
end
endmodule
module counter(clk, reset, count, count10, start, finish);
	input clk, reset;
	output reg [3:0] count, count10;
	output reg start, finish;
	always@(posedge clk or negedge reset)
	begin
		if(!reset)
		begin
			count <= 4'd3;
			count10 <= 4'd0;
		start <= 1'b0;
		finish <= 1'b0;
	end
	else if(finish == 1'b0)
	begin
		if(count == 4'd0)
			begin
			if(start == 1'b1)
				begin
				if(count10 == 4'd0)
					finish <= 1'b1;
				else
					begin
					count <= 4'd9;
					count10 <= count10 - 4'b001;
					end
				end
			else
				begin
					count <= 4'd0;
					count10 <= 4'd3;
					start = 1'b1;
				end
			end
		else
			count <= count - 4'b001;
	end
end
endmodule
==> /design/flow/run.sh <==
#!/bin/bash
# OpenROAD 26Q1-2900-gdf79404cd8, Yosys 0.63+post, stock flow scripts
make -C /OpenROAD-flow-scripts/flow DESIGN_CONFIG=/design/flow/config.mk WORK_HOME=/design/flow/orfs finish
==> /design/flow/config.mk <==
export PLATFORM = sky130hd
export DESIGN_NAME = test
export DESIGN_NICKNAME = test
export VERILOG_FILES = /design/flow/design.v
export SDC_FILE = /design/flow/constraint.sdc
export NUM_CORES = 4
export LEC_CHECK = 1
export CORE_UTILIZATION = 30
==> /design/flow/constraint.sdc <==
current_design test

set clk_period 5.6
set clk_io_pct 0.2

create_clock -name clk0 -period $clk_period [get_ports {clk}]

set non_clock_inputs [all_inputs -no_clocks]
set_input_delay [expr $clk_period * $clk_io_pct] -clock clk0 $non_clock_inputs
set_output_delay [expr $clk_period * $clk_io_pct] -clock clk0 [all_outputs]
==> out/results.ini <==
[clock_tree]
clkLatencyLatePin_ps = 410
clock-root-buffer = clkbuf_16
cts_buffers = 17
htree_levels = 4
clk_pin_slew_ps = 50
clk_path_buf_depth = 2
cts_tree = done
post_cts_buffers = 0
cts_hold_buf = 0
ctsResizeCount = 0

[floorplanning]
core_area_sq_um = 23600
rows = 56
chip_area_sq_um = 24800
initCoreUtil = 0.307
die_y_um = 157
num_io_pins = 57
fp.dieW_um = 157

[setup_path]
critPathKind = primary input to primary output
slowest_stage = clkdlybuf4s50_1
crit_path_max_incr_delay_ps = 510
start_kind = primary input
crit_fanout = 6
required_ps = 4480
r2r-start = st.u_FreqDiv.count[0]$_SDFF_PP0_
path_cells = clkdlybuf4s50_1, a221oi_1, a31o_2, dlxtn_1, clkdlybuf4s50_1
crit_start = right
critical_path_arrival_ps = 2880
cp_num_buf_inv = 2
worst_path_most_repeated_cell = clkdlybuf4s50_1
cp-end-kind = primary output
path_delay_family = buffers and inverters

[timing]
fmax_mhz = 250
untimed_endpoints = 94
slew_violations = 0
slew_headroom = 0.352
finalHoldViolations = 0
worst_pin_slew_ps = 970
whs_ps = 457
timing.final.crit_period_ps = 4000
setup_ws_ps = 1600
finClkSkew_ps = 7.47
fin_crit_sh = 0.715
fin_setup_tns_ps = 0
rsz0062_at_grt = false
setup_viol = 0
unclocked_regs = 43

[global_route]
track_usage = 0.106
overflow = 0
grt_pass1_wl_um = 21800
grt_max_degree = 29
grt_pass1_vias = 4761
antenna_found_initial = 0

[finish]
drive_gt1_frac = 0.0630
area_delta_synth_final_pct = 20.9
mostFrequentLayoutCells = 120 x dfxtp_1, 115 x nor2_1, 85 x nand2_1, 56 x clkdlybuf4s50_1, 54 x xor2_1
layout.cells.most_common = dfxtp_1

[synth]
synth-edff-count = 8
netlist_area_sq_um = 7250
ff_type = dfxtp_1
yosysUniqueCellTypes = 61
synthArstFlopShare = 0.115
syn_inst = 811
synth_area_per_cell_sq_um = 8.94
ys_cells = 811
ys_seq_elements = 156
ys_chip_area_sq_um = 7250
ys_warn_count = 7

[route]
ant_nets = 0
drt-vias-per-instance = 4.46
drcViolationCount = 0
n_antenna_cell = 0
routed_wl_um = 12300
vias = 5385
first_pass_iters = 4
drtIter0Drc = 308
wire_per_inst_um = 10.2

[pwr]
cellPowerDensity_nw_per_um2 = 221
pwr-share-seq = 0.424
p_comb_frac = 0.012
p_switching_w = 0.000407
switching_share = 0.210
peakVddDrop_mv = 0.166
p_leak_nw = 3.36
clkPwrFrac = 0.564
p_int_w = 0.00153
finalPower_w = 0.00194

[job]
cap_violations = 0
warning_count = 52

[placed_design]
gp_congestion = 0.828
io_buffers = 56
dp_hpwl_um = 8640
dp_slack_ps = 1590

[worst_hold_path]
hp-class = flip-flop to flip-flop
hold_path_startpoint = timer[0]$_SDFF_PP0_

[run_status]
outcome = finished clean

## final cells by class
type                            instances  area (sq um)
Fill cell                            2319         14800
Clock inverter                         14           179
Inverter                               43           161
Tap cell                              319           399
Sequential cell                       156          3250
Clock buffer                           18           429
Timing Repair Buffer                   61           598
Multi-Input combinational cell        597          3750
## power by group through the flow
stage         Combinational (W)  Clock [W]  Sequential, W
finish                0.0000225    0.00109       0.000822
global route          0.0000267    0.00115       0.000822
CTS                   0.0000232    0.00111       0.000821
## stage by stage
stage                      util  cells  area [sq um]
after detailed placement  0.345   1176          8160
after floorplan               -    820          7280
final                     0.371   1208          8760
after CTS                 0.371   1208          8760
after global placement    0.345   1176          8160
after global routing      0.371   1208          8760
## final timing paths
kind / slack (ps) / cells after the start / endpoint
min reg2reg: 460 / 1 / timer[0]$_SDFF_PP0_
max: 1600 / 5 / player_dot_col[5]
max reg2reg: 3390 / 6 / st.u_FreqDiv.count[22]$_SDFF_PP0_
min: 460 / 1 / timer[0]$_SDFF_PP0_
## cell families after synthesis
family | share of synthesized area
compound gates | 0.0580
fa+ha+maj | 0.0690
buf+inv | 0.0393
latches | 0.0207
xor+xnor | 0.127
mux | 0.00828
other cells | 0.000517
simple gates | 0.250
flops | 0.427
## registers in the layout, indices dropped and copies added, names as in the netlist
name and cells:
st.u_Score.score 4, b.rightcount 2, b.clk_div 1, b.dot_col 5, st.u_Counter.start 1, add 1, p.dot_col 5, clk_count 32
b.clk_count 32, st.u_FreqDiv.count 32, clk_div 1, st.u_Score.score10 4, st.u_Counter.count10 4, st.u_FreqDiv.div_clk 1, b.boss_clk 1, st.u_Counter.finish 1
timer 10, st.u_Counter.count 4, b.cur_state 2, dot_row 8, b.next_state 2, row_count 3
## Yosys cell counts, types with 2 or more instances
library cell,instances,area (sq um)
clkbuf_1,13,48.8
and3_1,11,68.8
dfxtp_1,120,2400
nor4b_1,4,35.0
or4_1,3,22.5
o22ai_1,6,37.5
a41o_1,2,20.0
nor3b_1,3,22.5
or2_2,6,37.5
nor4_1,18,113
dfrtp_1,16,400
buf_4,6,45.0
o21ai_0,21,105
buf_2,3,15.0
nor2_1,115,432
nand2_1,85,319
nand3_1,35,175
a22oi_1,2,15.0
mux2i_1,6,60.1
nor3_1,16,80.1
xnor2_1,49,429
and4_1,4,35.0
a21boi_0,2,15.0
dlxtn_1,10,150
o31ai_1,3,22.5
nand3_2,2,20.0
xor2_1,54,473
inv_1,42,158
ha_1,40,500
nand2b_1,7,43.8
edfxtp_1,8,240
a21oi_1,22,110
nor2b_1,4,25.0
nand3b_1,2,15.0
nand4_1,36,225
dfstp_2,2,52.6
a31oi_1,7,43.8
and2_1,3,18.8
## metal layers
layer / GRT usage / up-vias / share of wire
met5: 0 / - / 0
met4: 0.0106 / 0 / 0.010
met3: 0.0210 / 14 / 0.040
met2: 0.158 / 82 / 0.42
met1: 0.167 / 2418 / 0.53
li1: - / 2871 / -
No activity file was given, so power comes from the tool's default toggle rates.
